==> design/flow/design.v <==
`timescale 1ns / 1ps
module kadai_6(
    input SW1,CLK12M,
    output LED0,LED1,LED2
    );
        reg [2:0] CNT;
        reg [23:0] DIV;
        wire SW1,CLK1HZ;
        always @ (posedge CLK12M) begin
            if (DIV == 0) begin
                DIV <= 12000000;
                if(SW1) begin
                    if(CNT == 7) begin
                        CNT <= 0;
                    end
                    else begin
                        CNT <= CNT + 1;
                    end
                end
                else begin
                    if(CNT == 0) begin
                        CNT <= 7;
                    end
                    else begin
                        CNT <= CNT - 1;
                    end
                end
            end
            else  begin
                DIV <= DIV - 1;
            end	
        end
    assign CLK1HZ = DIV[23];
    assign LED0 =~ CNT[0];
    assign LED1 =~ CNT[1];
    assign LED2 =~ CNT[2];
endmodule
==> design/flow/run.sh <==
#!/bin/bash
# OpenROAD 26Q1-2900-gdf79404cd8, Yosys 0.63+post, stock flow scripts
make -C /OpenROAD-flow-scripts/flow DESIGN_CONFIG=/design/flow/config.mk WORK_HOME=/design/flow/orfs finish
==> design/flow/config.mk <==
export PLATFORM = sky130hd
export DESIGN_NAME = kadai_6
export DESIGN_NICKNAME = kadai_6
export VERILOG_FILES = /design/flow/design.v
export SDC_FILE = /design/flow/constraint.sdc
export NUM_CORES = 4
export LEC_CHECK = 1
export CORE_AREA = 10 10 98 98
export DIE_AREA = 0 0 108 108
==> design/flow/constraint.sdc <==
current_design kadai_6

set clk_period 5.1
set clk_io_pct 0.2

create_clock -name clk0 -period $clk_period [get_ports {CLK12M}]

set non_clock_inputs [all_inputs -no_clocks]
set_input_delay [expr $clk_period * $clk_io_pct] -clock clk0 $non_clock_inputs
set_output_delay [expr $clk_period * $clk_io_pct] -clock clk0 [all_outputs]
==> deck_impl_summary.md <==
Key Metrics from the Run

Final timing
  • Max_slew headroom: 43.64%
  • Skew final: 0.001785 ns
  • Final setup fails: 0
  • Total Neg Setup Slack: 0 ns
  • Max Slew Vio Count: 0
  • Period utilization: 48.67%
  • Hold Fails Final Rpt: 0
  • RSZ-0062 raised after global routing: no
  • Worst-margin pin slew: 0.8376 ns
  • Fmax: 402.8 MHz
  • Post-route minimum period: 2.482 ns
  • Worst Hold Slack: 0.4770 ns

Setup path
  • Critical path launch point type: register
  • Max stage delay on crit path: 0.64 ns
  • R2R setup slack: 2.62 ns
  • Crit path cell chain: or4_1, nor4b_1, and3_1
  • Crit-path slowest cell: or4_1
  • WP data required: 5.02 ns
  • Maximum fanout along the worst path: 14
  • CP Capture Type: register
  • Setup CP Type: register to register
  • Critical Path AT: 2.40 ns

Synthesis
  • Mean Syn Cell Area: 8.799 µm²
  • Synth async-reset ratio: 0%
  • Most common reg cell: dfxtp_1
  • Sequential share of the synthesized area: 41.83%
  • Cell area after synthesis: 1364 µm²
  • Ys cells: 155
  • #FFs+latches synth: 27
  • Yosys stat chip area: 1364 µm²
  • Area share, top type: 35.23%
  • Post-synth EDFFs: 3
  • Area contributors post-synth: dfxtp_1, edfxtp_1, nor2_1
  • Warnings from Yosys: 1
  • Cell Type Count: 37
  • Cell count after synthesis: 155
  • Post-synth top cells: dfxtp_1, nor2_1, a21oi_1, o21ai_0, and3_1
  • Most frequent cell after synthesis: dfxtp_1
  • Largest area contributor in the netlist: dfxtp_1

Drt
  • Remaining DRCs: 0
  • DRT iter0 DRCs: 52
  • Final WL: 2538 µm
  • Wire per inst: 9.724 µm
  • Number of diodes: 0
  • Vias/cell: 4.299
  • Pre-Repair DR Iteration Count: 4
  • Total number of vias: 1,122
  • Routed Antenna Nets: 0

Floorplanning
  • Chip width: 108 µm
  • FP Core Util: 17.83%
  • Row count: 32
  • Core Area: 7647 µm²
  • I/O pin cnt: 5
  • Die ar.: 11,660 µm²
  • Die Ht: 108 µm

Placed design
  • DP Cell Count: 257
  • IO buf count: 4
  • RD Place Congestion: 0.8719
  • Post-DP HPWL: 1841 µm
  • Post-DP Area: 1515 µm²

Layout
  • Final core occ: 20.42%
  • Post-Layout Cell Count: 261
  • Share of layout cells above drive strength 1: 8.176%
  • Fill cell count: 823
  • Sequential cell area: 570.5 µm²
  • Fin area: 1562 µm²
  • Logic cell area: 750.7 µm²
  • P&R area growth vs syn: 14.50%

Hold path
  • Worst Hold Class: register to register

Job
  • Tool warnings: 28
  • Max Cap Viol: 0

CTS
  • Max Root-Sink Buffers: 2
  • CTS tree: done
  • Clk latency of the worst-skew pair: 0.27 ns
  • Clock-pin slew on the worst setup and hold paths: 0.09 ns
  • Hold_buf cts: 0
  • Root Buffer Master: clkbuf_8
  • Postcts setup bufs: 0
  • H-tree depth: 1
  • Inserted Clock Buffers: 3
  • Clock Sinks: 27
  • Post-cts repair resize count: 0

Global route
  • Largest net degree at the start of global routing: 16
  • Initial antenna violation count: 0
  • Global-route wire length before repair: 4291 µm
  • Total track usage: 4.217%
  • Vias in the first global route: 967
  • GRT overflow: 0

Pwr
  • Cell Pwr Density: 214.9 nW/µm²
  • Part of the power in combinational logic: 0.6%
  • VDD IR max: 0.00006821 V
  • Pint: 270.0 µW
  • Sequential share of power: 63.8%
  • Sw Ratio: 19.54%
  • Clock group share of total power: 35.6%
  • Leakage: 0.6161 nW
  • Switching power total: 65.58 µW

Run status
  • Run status: finished clean
## stage by stage
step	worst slack, ns	total power [mW]
floorplan	2.965	0.2199
global placement	2.701	0.2212
detailed placement	2.629	0.2213
CTS	2.624	0.3413
global route	2.431	0.3503
finish	2.618	0.3356
## power groups by stage
stage | sequential [mW] | clock (mW) | combinational (mW)
CTS | 0.214 | 0.125 | 0.00223
global route | 0.214 | 0.134 | 0.00237
finish | 0.214 | 0.119 | 0.00218
## cell usage in the layout (no fill, tap or decap), drive strengths merged, types with 6 or more instances in the layout
cell type and instances:
dfxtp 24, nor2 22, a21oi 8, o21ai 8, and3 7, or3 7, nor3 6, ha 6
or4 6
## registers in the layout, indices dropped and copies added (netlist names)
| register | flops |
|---|---|
| DIV | 24 |
| CNT | 3 |
## final timing paths
check        startpoint  cells after the start  endpoint
max             DIV[14]                      3    CNT[2]
max reg2reg     DIV[14]                      3    CNT[2]
min              DIV[0]                      1    DIV[0]
min reg2reg      DIV[0]                      1    DIV[0]
## layer usage
metal / global-route usage [%] / up-vias / wire, µm
li1: - / 592 / -
met1: 5.676 / 509 / 1288
met2: 6.983 / 16 / 1099
met3: 0.7229 / 5 / 95
met4: 0.8588 / 0 / 56
met5: 0 / - / 0
## layout make-up
| cell class | count | area share [%] |
|---|---|---|
| Multi-Input combinational cell | 118 | 48.08 |
| Inverter | 5 | 1.202 |
| Timing Repair Buffer | 5 | 3.045 |
| Sequential cell | 27 | 36.54 |
| Clock inverter | 1 | 0.3205 |
| Tap cell | 102 | 8.173 |
| Clock buffer | 3 | 2.644 |
## critical path, delay by kind of cell (launching register included)
kind             cells  cell delay (ns)
DFF                  1             0.37
and+or+nand+nor      3             1.76
## logic make-up after synthesis
family	after synthesis	share of synthesized area (%)
flops	27	41.84
compound gates	34	15.87
buf+inv	10	3.119
fa+ha+maj	6	5.504
xor+xnor	5	3.211
simple gates	73	30.46
No activity file was given, so power comes from the tool's default toggle rates.

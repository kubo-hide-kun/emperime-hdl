**design/flow/design.v**
```verilog
`timescale 1ns / 1ps
module kadai_5(
    input CLK12M,
    output LED0,LED1,LED2
    );
    reg [2:0] CNT;
    reg [23:0] DIV;
    wire CLK1HZ;
    always @ (posedge CLK12M) begin
        if (DIV == 0) begin
            DIV <= 12000000;
            if(CNT == 7)begin
                CNT <= 0;
            end
            else begin
                CNT <= CNT + 1;
	    end
        end
        else  begin
	    DIV <= DIV - 1;
        end
    end
    assign CLK1HZ = DIV[23];
    assign LED0 =~ CNT[0];
    assign LED1 =~ CNT[1];
    assign LED2 =~ CNT[2];
endmodule
```
**design/flow/run.sh**
```bash
#!/bin/bash
# OpenROAD 26Q1-2900-gdf79404cd8, Yosys 0.63+post, stock flow scripts
make -C /OpenROAD-flow-scripts/flow DESIGN_CONFIG=/design/flow/config.mk WORK_HOME=/design/flow/orfs finish
```
**design/flow/config.mk**
```make
export PLATFORM = sky130hd
export DESIGN_NAME = kadai_5
export DESIGN_NICKNAME = kadai_5
export VERILOG_FILES = /design/flow/design.v
export SDC_FILE = /design/flow/constraint.sdc
export NUM_CORES = 4
export LEC_CHECK = 1
export CORE_AREA = 10 10 88 88
export DIE_AREA = 0 0 98 98
```
**design/flow/constraint.sdc**
```tcl
current_design kadai_5

set clk_period 9.1
set clk_io_pct 0.2

create_clock -name clk0 -period $clk_period [get_ports {CLK12M}]

set non_clock_inputs [all_inputs -no_clocks]
set_input_delay [expr $clk_period * $clk_io_pct] -clock clk0 $non_clock_inputs
set_output_delay [expr $clk_period * $clk_io_pct] -clock clk0 [all_outputs]
```
==> summary.rpt <==
RUN METRICS
----------------------------------------------------
[Detailed routing]
  DR DRC count ........................ 0
  Total wire length after detailed routing ........................ 2420 um
  Number of violations reported at the end of detailed-routing iteration 0 ........................ 74
  Total antenna diodes in the routed design ........................ 0
  WL per Instance ........................ 10.7 um
  Number of vias per cell ........................ 4.54
  Number of iterations in the first detailed-routing pass ........................ 4
  Via count ........................ 1,027
  Number of nets with antenna violations after routing ........................ 0

[Placed design]
  Worst slack at placement ........................ 6.36 ns
  Count of input and output buffers ........................ 3
  Weighted congestion reported at the end of routability-driven placement ........................ 0.840
  Detail Placement HPWL ........................ 1770 um
  Total placed cells including tap cells ........................ 222

[Power and ir drop]
  Pint ........................ 150 uW
  Share of total power in the clock network ........................ 35.9%
  Power density normalized to cell area ........................ 123 mW/mm^2
  Static Leakage ........................ 0.000551 uW
  Reported net switching power ........................ 36.4 uW
  Fraction of power consumed by sequential logic ........................ 64.1%
  Fraction of power spent switching nets ........................ 19.5%
  Proportion of power drawn by combinational gates ........................ 0%
  Worst vdd rail ir drop ........................ 0.0871 mV

[Synthesis]
  Adder-cell share of the synthesized area ........................ 3.70%
  Count of flip-flops with a built-in enable after synthesis ........................ 3
  Register area share after synthesis ........................ 42.2%
  Most used flip-flop cell ........................ dfxtp_1
  Combinational family with the most area after synthesis ........................ simple AND/OR/NAND/NOR gates
  Netlist cell types ........................ 40
  Chip area in the Yosys report ........................ 0.00135 sq mm
  Cells after Synth ........................ 146
  Cell Area, Synth ........................ 0.00135 sq mm
  Count of state elements after synthesis ........................ 27
  Max-area cell share ........................ 35.5%
  Commonest cells post-synth ........................ dfxtp_1 (24), nor2_1 (14), nand2_1 (11)
  Simple-Gate Fraction of Synth Area ........................ 32.9%
  Async set-or-reset flop fraction in the synthesized netlist ........................ 0%
  Synthesized area divided by synthesized cell count ........................ 9.26 sq um
  Share of cell area taken by muxes after synthesis ........................ 1.57%
  Leading cell type by number of instances after synthesis ........................ dfxtp_1
  # Cells Yosys ........................ 146
  Top cells by area, synth ........................ dfxtp_1 (36%), edfxtp_1 (6.7%), nor2_1 (3.9%), xor2_1 (3.9%), a21oi_1 (3.7%)
  Cell type with the highest aggregate area in the netlist ........................ dfxtp_1
  Area share of xor/xnor cells in the synthesized design ........................ 4.53%
  Post-synthesis share of cell area spent on and-or and or-and gates ........................ 11.8%
  Total number of yosys warnings ........................ 1

[Timing]
  RSZ-0062 raised after global routing ........................ false
  Worst-Margin Slew ........................ 0.596 ns
  Final critical-path share of the clock period ........................ 33.3%
  Rel. slew slack ........................ 59.9%
  Slew Limit Fails ........................ 0
  Count of endpoints failing setup in the final report ........................ 0
  Worst clock skew ........................ 0.00472 ns
  Time the worst path needs with I/O delays and setup ........................ 3.03 ns
  Setup TNS ........................ 0 ns
  Hold Slack ........................ 0.474 ns
  Top achievable clock speed ........................ 330 MHz
  Final tally of hold violations ........................ 0
  Final worst-path setup slack ........................ 6.07 ns

[Setup path]
  Slowest stage delay, CP ........................ 0.45 ns
  Logic depth of the worst path, buffers included ........................ 2
  Buffer-and-inverter tally for the worst setup path ........................ 2
  Critical path capture point type ........................ output port
  Cell depth of the worst flop-to-flop path ........................ 4
  Crit path arrival time ........................ 1.21 ns
  Crit path launch type ........................ flop
  Critical-path cell with the highest stage delay ........................ clkdlybuf4s50_1
  Required time of the worst setup path ........................ 7.28 ns
  Crit Path Class ........................ reg -> out
  Worst-path maximum fanout ........................ 3
  Cell chain of the critical path ........................ inv_1 -> clkdlybuf4s50_1
  Largest delay contributor family on the critical path ........................ buffers and inverters

[Worst hold path]
  Worst Hold Class ........................ reg -> reg
  Cell depth of the worst hold path ........................ 1

[Run]
  Number of max-cap violations ........................ 0
  Tool warning count ........................ 26

[Clock tree]
  Total clock buffers created by CTS ........................ 3
  TritonCTS clock tree ........................ yes
  Number of hold-repair buffers added at the cts stage ........................ 0
  Number of sinks handled by clock tree synthesis ........................ 27
  Clock-pin slew on the worst setup and hold paths ........................ 0.09 ns
  Clock network latency to the later pin of the worst-skew pair ........................ 0.27 ns
  Number of buffers inserted to repair setup after CTS ........................ 0
  Clock H-tree levels ........................ 1
  Post_cts resized ........................ 0
  Buffer depth of the longest clock path ........................ 2
  Cell at the root of the clock tree ........................ clkbuf_8

[Finish]
  Sequential cell area ........................ 571 sq um
  Number of cells in the finished layout apart from fillers ........................ 226
  Share of post-route cells with drive strength above 1 ........................ 9.93%
  MI comb area ........................ 738 sq um
  Area growth from synthesis to layout ........................ 12.1%
  Final standard cell utilization of the core ........................ 25.6%
  Fill cell count ........................ 617

[Floorplan]
  DIE HEIGHT ........................ 98 um
  Standard-cell rows ........................ 28
  Total I/O pin count ........................ 4
  Chip width ........................ 98 um
  DIE AREA ........................ 0.00960 sq mm
  Core utilization before placement ........................ 22.8%
  Area inside the core boundary ........................ 0.00592 sq mm

[Global routing]
  Maximum number of pins on one net before global-route repair ........................ 16
  Total congestion overflow ........................ 0
  Vias in the first global route ........................ 940
  All-layer global routing usage ........................ 5.21%
  Initial antenna violation count ........................ 0
  First-pass GRT wire length ........................ 4450 um

[Status]
  Status ........................ completed

----------------------------------------------------
placed cells by master, fill, tap and decap left out, types with 4 or more instances in the layout:
cell type,Yosys,layout
and2_1,4,4
nor3_1,8,8
nand2_1,11,11
a21oi_1,10,10
inv_1,8,8
nand3_1,6,6
xor2_1,6,6
nor2_1,14,14
dfxtp_1,24,24
ha_1,4,4
power by group through the flow:
stage	Sequential, uW	Combinational, uW	Clock, uW
final	120	0.000297	67.0
after global routing	120	0.000297	75.8
after CTS	120	0.000297	71.6
stage by stage:
| step | instance area (sq um) | total power, uW |
|---|---|---|
| after global routing | 1520 | 196 |
| after floorplan | 1350 | 123 |
| after CTS | 1520 | 191 |
| after global placement | 1470 | 123 |
| after detailed placement | 1470 | 123 |
| final | 1520 | 187 |
path summary, 6_finish.rpt:
path / startpoint / end / slack [ns]
worst max-delay path: CNT[0] / LED0 / 6.07
worst min-delay path: DIV[0] / DIV[0] / 0.47
worst max register to register: DIV[9] / CNT[2] / 7.02
worst min register to register: DIV[0] / DIV[0] / 0.47
worst register-to-register path, stage by stage, from the launching register on:
cell	delay, ns
dfxtp_1	0.37
nor4_4	0.31
nand2_1	0.29
nor4_2	0.54
buf_4	0.29
cell families (layout without fill, tap and decap cells):
family | count (synthesis) | count (layout)
fa+ha+maj | 4 | 4
flops | 27 | 27
simple gates | 70 | 70
xor+xnor | 7 | 7
buf+inv | 11 | 16
compound gates | 25 | 25
mux | 2 | 2
layer usage:
layer  part of all wire, %  vias to the layer above  global-route usage [%]
met1                    51                      466                    7.71
li1                      -                      540                       -
met2                    42                       19                    7.82
met5                     0                        -                       0
met3                   6.8                        2                    1.35
met4                  0.29                        0                   0.224
final cells by class:
class,instances,share of cell area [%]
multi-input cells,108,48.7
flip-flops and latches,27,37.6
well taps,75,6.19
clock buffers,3,2.72
repair buffers,4,2.48
inverters,8,1.98
clock inverters,1,0.330
flip-flops by register name, summed over array words and instances, names as in the netlist:
name / count
DIV: 24
CNT: 3
Power figures rest on the tool's default switching activity, not on a simulated workload.
